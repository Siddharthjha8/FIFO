### run.sh
#!/bin/bash
# OpenROAD 26Q1-2900-gdf79404cd8, Yosys 0.63+post, stock flow scripts
make -C /OpenROAD-flow-scripts/flow DESIGN_CONFIG=/design/flow/config.mk WORK_HOME=/design/flow/orfs finish
### design.v
`timescale 1ns / 1ps
module read_gray_counter(read_enable,rempty,rqr,rst,clk,bin,gry);
input read_enable,rst,clk;
input [4:0]rqr;
output reg rempty;
output [3:0]bin;
output reg [4:0]gry;
reg [4:0]rbin;
wire [4:0]rgraynext,rbinnext;
wire [4:0]rempty_val;
always@(posedge clk or posedge rst)
begin
if(rst)
{rbin,gry}<=0;
else
{rbin,gry}<={rbinnext,rgraynext};
end
assign bin = rbin[3:0];
assign rbinnext= rbin+(read_enable&~rempty);
assign rgraynext = (rbinnext>>1)^rbinnext;
assign rempty_val=(rgraynext==rqr[4:0]);
always@(posedge clk or posedge rst)
begin
if(rst)
rempty<=1'b1;
else
rempty<=rempty_val;
end
endmodule
### constraint.sdc
current_design read_gray_counter

set clk_period 2.1
set clk_io_pct 0.2

create_clock -name clk0 -period $clk_period [get_ports {clk}]

set non_clock_inputs [all_inputs -no_clocks]
set_input_delay [expr $clk_period * $clk_io_pct] -clock clk0 $non_clock_inputs
set_output_delay [expr $clk_period * $clk_io_pct] -clock clk0 [all_outputs]
### config.mk
export PLATFORM = sky130hd
export DESIGN_NAME = read_gray_counter
export DESIGN_NICKNAME = read_gray_counter
export VERILOG_FILES = /design/flow/design.v
export SDC_FILE = /design/flow/constraint.sdc
export NUM_CORES = 4
export LEC_CHECK = 1
export CORE_AREA = 10 10 70 70
export DIE_AREA = 0 0 80 80
==> impl_metrics.env <==
# flow metrics
export IMPL_rows=21
export IMPL_finalNonFillerCells=114
export IMPL_timing_final_ws_setup_ps=94.9
export IMPL_dr_total_vias=371
export IMPL_ys_cells=36
export IMPL_layout_top_cell="clkdlybuf4s50_1"
export IMPL_yosys_area_um2=469
export IMPL_crit_arrival_ps=2180
export IMPL_synth_area_um2=469
export IMPL_grt_overflow=0
export IMPL_num_antenna_cells=0
export IMPL_fmax_mhz=499
export IMPL_fp_util_pct=13.7
export IMPL_peakVddDrop_v=0.000591
export IMPL_openroad_warnings=25
export IMPL_drt_pass1_iterations=2
export IMPL_drtIter0Drc=1
export IMPL_drcViolationCount=0
export IMPL_ys_warn_count=1
export IMPL_synth_distinct_cells=12
export IMPL_timing_final_crit_share_pct=95.5
export IMPL_grt_pass1_vias=397
export IMPL_hold_worst_slack_ps=435
export IMPL_ios=18
export IMPL_path_clk_slew_ps=70
export IMPL_timing_worst_setup_path_type="register to register"
export IMPL_power_density_nw_per_um2=1590
export IMPL_clock_latency_ps=260
export IMPL_ys_seq_share_pct=53.6
export IMPL_cts_tree="yes"
export IMPL_final_layout_size_suffix_gt1_share_pct=30.9
export IMPL_die_area_um2=6400
export IMPL_leakagePower_nw=0.372
export IMPL_endpoint_kind="register"
export IMPL_ys_flops=10
export IMPL_place_inst=107
export IMPL_grt_util_all_layers_pct=3.64
export IMPL_gp_congestion=0.790
export IMPL_hold_class="input pin to asynchronous set/reset pin"
export IMPL_die_y_um=80
export IMPL_tightest_slew_ps=384
export IMPL_grt_max_degree=11
export IMPL_dp_slack_ps=-330
export IMPL_via_per_inst=3.25
export IMPL_clock_sinks=10
export IMPL_synth_area_leader_cell="dfrtp_1"
export IMPL_drt_total_wl_um=1140
export IMPL_cts_hold_fix_buffers=0
export IMPL_grt_pass1_wl_um=1830
export IMPL_fin_crit_ps=2010
export IMPL_dp_hpwl_um=940
export IMPL_grt_antenna_before_repair=0
export IMPL_setup_viol=0
export IMPL_cts_htree_levels=1
export IMPL_slew_viol_final=0
export IMPL_avgRoutedWirePerCell_um=9.97
export IMPL_rsz0062_at_grt="false"
export IMPL_synthTopCellsByArea="dfrtp_1, xor2_1, xnor2_1"
export IMPL_clockRootBuffer="clkbuf_4"
export IMPL_clockBufferDepth=2
export IMPL_io_buffers=17
export IMPL_ant_nets=0
export IMPL_cp_max_fo=3
export IMPL_clock_skew_ps=8.05
export IMPL_synth_cells=36
export IMPL_cp_start_kind="register"
export IMPL_synth_area_per_cell_um2=13.0
export IMPL_areaGrowthSynthToFinish_pct=82.9
export IMPL_relSlewSlack_pct=74.4
export IMPL_critPathRequiredTime_ps=2280
export IMPL_numCtsBuffers=3
export IMPL_hold_violations=0
export IMPL_yosys_area_top_type_share_pct=48.0
export IMPL_cap_violations=0
export IMPL_most_common_layout_cells="clkdlybuf4s50_1, buf_4, dfrtp_1"
export IMPL_coreArea_um2=3420
export IMPL_outcome="finished clean"
export IMPL_dieWidth_um=80
-- layer usage --
metal / track usage, % / share of wire, % / vias up / wire length [µm]
li1: - / - / 185 / -
met1: 5.11 / 49 / 169 / 562
met2: 4.90 / 42 / 15 / 474
met3: 2.16 / 8.2 / 2 / 93
met4: 0.176 / 0.53 / 0 / 6
met5: 0 / 0 / - / 0
-- Yosys cell counts --
cell type and number:
xor3_1 1, a221oi_2 1, dfstp_2 1, nor2b_1 1, dfrtp_1 9, or3_1 2, a21boi_1 1, ha_1 2
nand3_1 4, xnor2_1 4, inv_1 3, xor2_1 7
-- sequential cells by signal (all words and copies together), names as in the netlist --
| register | flops |
|---|---|
| gry | 5 |
| rbin | 4 |
| rempty | 1 |
-- final cells by class --
| type | count | area (µm²) |
|---|---|---|
| fill | 378 | 2560 |
| tap | 46 | 57.6 |
| sequential | 10 | 251 |
| timing repair buffer | 28 | 255 |
| clock buffer | 4 | 36.3 |
| inverter | 3 | 11.3 |
| multi-input combinational | 23 | 246 |
-- critical path, cell delays in order (launching register included) --
cell and delay (ps):
dfstp_2 560, nor2b_4 50, ha_4 160, ha_4 170, xor2_2 180, xor2_1 190
or3_1 390, a221oi_2 230
-- path summary, 6_finish.rpt --
check | startpoint | to | cells after the start | slack (ps)
min reg2reg | rbin[3]$_DFF_PP0_ | rbin[3]$_DFF_PP0_ | 1 | 620
max in group asynchronous | rst | rempty$_DFF_PP1_ | 2 | 1350
min | rst | gry[0]$_DFF_PP0_ | 2 | 440
max reg2reg | rempty$_DFF_PP1_ | rempty$_DFF_PP1_ | 7 | 90
max | rempty$_DFF_PP1_ | rempty$_DFF_PP1_ | 7 | 90
min in group clk0 | rbin[3]$_DFF_PP0_ | rbin[3]$_DFF_PP0_ | 1 | 620
-- where the power goes --
part	internal, W	switching (W)	leakage [nW]
Combinational	0.000544	0.000271	0.235
Clock	0.000105	0.0000632	0.0210
Sequential	0.000300	0.0000834	0.116
-- cells by family after synthesis --
family,count (synthesis),synth area share (%)
AOI/OAI and AO/OA,2,4.80
xor gates and xnor gates,12,25.6
adders and majority gates,2,5.33
buffers and inverters,3,2.40
DFF,10,53.6
and+or+nand+nor,7,8.27
-- repair_timing --
| item | in CTS | in global routing |
|---|---|---|
| pin swaps | 1 | 4 |
| resized | 3 | 5 |
| setup buffers | 2 | 1 |
| endpoints found under the setup margin | 1 | 1 |
| hold endpoints to repair | 0 | 0 |
-- metrics by stage --
stage / power [W] / setup TNS [ps] / instance area (µm²) / utilization [%]
finish: 0.00137 / 0 / 858 / 25.1
global route: 0.00150 / 0 / 858 / 25.1
CTS: 0.00134 / 0 / 828 / 24.2
detailed placement: 0.00109 / -340 / 757 / 22.2
global placement: 0.00108 / -336 / 757 / 22.2
floorplan: 0.000675 / 0 / 469 / -
Power is estimated from default activity; no workload was simulated.
