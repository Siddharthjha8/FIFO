## flow/design.v

```verilog
`timescale 1ns / 1ps
module RAM(clk,write_data,write_enable,write_addr,read_enable,read_addr,read_data);
input clk;
input write_enable,read_enable;
input  [7:0] write_data;
input [4:0] write_addr,read_addr ;
output reg [7:0] read_data;
reg [7:0]MEM[15:0];
always@(posedge clk)
begin
if(write_enable)
begin
MEM[write_addr]<=write_data;
end
end
always@(posedge clk)
begin
if(read_enable)
begin
read_data=MEM[read_addr];
end
end
endmodule
```

## flow/run.sh

```bash
#!/bin/bash
# OpenROAD 26Q1-2900-gdf79404cd8, Yosys 0.63+post, stock flow scripts
make -C /OpenROAD-flow-scripts/flow DESIGN_CONFIG=/design/flow/config.mk WORK_HOME=/design/flow/orfs finish
```

## flow/config.mk

```make
export PLATFORM = sky130hd
export DESIGN_NAME = RAM
export DESIGN_NICKNAME = RAM
export VERILOG_FILES = /design/flow/design.v
export SDC_FILE = /design/flow/constraint.sdc
export NUM_CORES = 4
export LEC_CHECK = 1
export CORE_UTILIZATION = 40
```

## flow/constraint.sdc

```tcl
current_design RAM

set clk_period 3.6
set clk_io_pct 0.2

create_clock -name clk0 -period $clk_period [get_ports {clk}]

set non_clock_inputs [all_inputs -no_clocks]
set_input_delay [expr $clk_period * $clk_io_pct] -clock clk0 $non_clock_inputs
set_output_delay [expr $clk_period * $clk_io_pct] -clock clk0 [all_outputs]
```

==> impl_metrics.env <==
# source this file to load flow results
export IMPL_drt_iter0_drc=81
export IMPL_avgSynthCellArea_um2=22.8
export IMPL_arrival_ns=2.50
export IMPL_crit_family="simple AND/OR/NAND/NOR gates"
export IMPL_post_cts_setup_buffer_count=0
export IMPL_drt_total_wl_um=9820
export IMPL_top_area_frac=0.781
export IMPL_cts_root_buf="clkbuf_16"
export IMPL_clkLatencyLatePin_ns=0.41
export IMPL_htreeDepth=4
export IMPL_synthCells=229
export IMPL_hold_buffers=0
export IMPL_crit_buf_inv=2
export IMPL_fin_tns_setup_ns=0
export IMPL_wl_per_cell_um=21.0
export IMPL_fillers=993
export IMPL_post_route_util=0.503
export IMPL_rsz0062_at_grt="false"
export IMPL_fmax_mhz=420
export IMPL_warnings=27
export IMPL_slowest_delay_ns=0.52
export IMPL_critPathRequiredTime_ns=3.72
export IMPL_row_count=41
export IMPL_min_path_cells=3
export IMPL_r2r_end="read_data[4]"
export IMPL_firstDrtPassIters=5
export IMPL_worstSetupStartpointType="input port"
export IMPL_grt_antenna_before_repair=0
export IMPL_path_cells="clkdlybuf4s50_1 > or3b_2 > nor2_1 > buf_4"
export IMPL_total_power_w=0.00372
export IMPL_tightestPinTransition_ns=0.750
export IMPL_cts_tree="yes"
export IMPL_drv_cap=0
export IMPL_fa_ha_area_frac=0
export IMPL_r2r_slack_ns=1.98
export IMPL_coreArea_um2=12700
export IMPL_vias_per_cell=5.33
export IMPL_place_congestion=0.764
export IMPL_fp_util=0.413
export IMPL_yosysWarningCount=1
export IMPL_r2r_cells=3
export IMPL_hold_class="reg -> reg"
export IMPL_hold_viol_final=0
export IMPL_die_h_um=116
export IMPL_vias=2489
export IMPL_grt_pass1_vias=2689
export IMPL_topCellsByArea="edfxtp_1 (78%), mux4_2 (7.8%), mux4_1 (7.0%)"
export IMPL_largest_area_cell="edfxtp_1"
export IMPL_worstHoldStart="MEM[11][2]"
export IMPL_peakVddDrop_uv=242
export IMPL_finClkSkew_ns=0.00458
export IMPL_syn2layout_area_growth_pct=21.8
export IMPL_cts_buffer_depth=2
export IMPL_layout_setup_ws_ns=1.22
export IMPL_cts_made_buffers=17
export IMPL_place_worst_setup_slack_ns=0.840
export IMPL_relSlewSlack=0.499
export IMPL_slew_viol_final=0
export IMPL_ctsResizeCount=0
export IMPL_crit_slowest_cell="or3b_2"
export IMPL_grt_pass1_wl_um=15200
export IMPL_dp_hpwl_um=5900
export IMPL_ys_sh_mux=0.148
export IMPL_dieArea_um2=13500
export IMPL_drc=0
export IMPL_yosysUniqueCellTypes=18
export IMPL_end_kind="flip-flop"
export IMPL_antenna_cells=0
export IMPL_portBuffers=26
export IMPL_synth_seq_share=0.781
export IMPL_p_leak_nw=2.10
export IMPL_die_w_um=116
export IMPL_status="finished clean"
export IMPL_grt_overflow_total=0
export IMPL_clk_pin_slew_worst_paths_ns=0.05
export IMPL_xor_area_frac=0
export IMPL_gr_usage_all_layers=0.176
export IMPL_compound_area_frac=0.0230
export IMPL_cts_sinks=136
export IMPL_critical_path_class="in -> reg"
export IMPL_rr_startpoint="MEM[3][4]"
export IMPL_yosys_area_um2=5230
export IMPL_synth_comb_largest_family="multiplexers"
export IMPL_io_pins=29
export IMPL_grt_max_degree=33
export IMPL_fin_crit_sh=0.662
export IMPL_hold_end="read_data[2]"
export IMPL_synth_stat_cells=229
export IMPL_setup_viol_count_final=0
export IMPL_postRouteAntennaNets=0
export IMPL_netlist_area_um2=5230
export IMPL_crit_fanout=5
export IMPL_ys_flops=136
export IMPL_simple_gate_area_frac=0.0314
export IMPL_layout_drive_gt1_share=0.231
export IMPL_finalCriticalPeriod_ns=2.38
export IMPL_powerDensity_nw_per_um2=584
kinds of logic after synthesis:
| logic type | Yosys count |
|---|---|
| flops | 136 |
| mux | 32 |
| buf+inv | 10 |
| compound gates | 16 |
| simple gates | 35 |
cells in the final DEF (no fill, tap or decap), types with 3 or more instances in the layout:
cell type	instances
clkdlybuf4s50_1	25
nor2_1	13
edfxtp_1	136
mux4_2	18
clkbuf_16	17
nand2_1	9
bufinv_16	4
mux4_1	14
buf_4	17
nor3_1	4
clkinv_2	5
clkinvlp_4	3
a22oi_1	16
routing by layer:
layer,part of all wire,up-vias,GRT usage
li1,-,1089,-
met2,0.46,129,0.254
met4,0.016,0,0.0197
met3,0.11,13,0.106
met1,0.41,1258,0.263
met5,0,-,0
worst min-delay path, delay by kind of cell, from the launching register on:
kind	cells	cell delay, ns
flip-flops	1	0.31
AND-OR/OR-AND	1	0.08
multiplexers	1	0.21
AND/OR/NAND/NOR	1	0.06
cell usage after synthesis, drive strengths merged:
cell / count
buf: 7
nand2b: 2
nand3: 1
nand3b: 2
nor2b: 1
edfxtp: 136
or3b: 1
mux4: 32
and2b: 1
a22oi: 16
nor2: 13
nand2: 9
and2: 1
clkdlybuf4s25: 3
nor3: 4
state kept, by name (all words and copies together) (netlist names):
signal	flops
MEM	128
read_data	8
metrics by stage:
| stage | instance area [um^2] | hold WS [ns] | instances |
|---|---|---|---|
| after CTS | 6370 | 0.757 | 467 |
| final | 6370 | 0.755 | 467 |
| after detailed placement | 5760 | 0.743 | 435 |
| after global routing | 6370 | 0.782 | 467 |
| after floorplan | 5230 | 0.705 | 229 |
| after global placement | 5760 | 0.737 | 435 |
report_power, final:
group,internal [W],switching [W],leakage (nW)
registers,0.00179,0.00000770,1.24
clock network,0.00115,0.000607,0.293
logic,0.0000837,0.0000899,0.572
cell type report:
class                           instances  area, um^2  share of cell area
Clock buffer                           17         425              0.0668
Multi-Input combinational cell         83        1060               0.166
Sequential cell                       136        4080               0.641
Tap cell                              172         215              0.0338
Clock inverter                         15         184              0.0289
Timing Repair Buffer                   44         403              0.0633
worst max-delay path by stage:
stage                 from      endpoint  slack [ns]  cells after the start
CTS           write_enable     MEM[3][1]        1.27                      4
global route  read_addr[1]  read_data[4]        1.18                      5
finish        write_enable     MEM[3][1]        1.22                      4
Power is estimated from default activity; no workload was simulated.
